## design/flow/design.v

```verilog
module Multiply(
    src1_i,
    src2_i,
    sum_o
    );
input  [32-1:0]  src1_i;
input  [32-1:0]	 src2_i;
output [32-1:0]  sum_o;
wire   [64-1:0]	 sum_temp;
wire   [32-1:0]  sum_o;
assign sum_temp = src1_i * src2_i;
assign sum_o = sum_temp[32-1:0];
endmodule
```

## design/flow/run.sh

```bash
#!/bin/bash
# OpenROAD 26Q1-2900-gdf79404cd8, Yosys 0.63+post, stock flow scripts
make -C /OpenROAD-flow-scripts/flow DESIGN_CONFIG=/design/flow/config.mk WORK_HOME=/design/flow/orfs finish
```

## design/flow/config.mk

```make
export PLATFORM = sky130hd
export DESIGN_NAME = Multiply
export DESIGN_NICKNAME = Multiply
export VERILOG_FILES = /design/flow/design.v
export SDC_FILE = /design/flow/constraint.sdc
export NUM_CORES = 4
export LEC_CHECK = 1
export CORE_UTILIZATION = 40
```

## design/flow/constraint.sdc

```tcl
current_design Multiply

set clk_period 17.3
set clk_io_pct 0.2

create_clock -name clk0 -period $clk_period

set non_clock_inputs [all_inputs -no_clocks]
set_input_delay [expr $clk_period * $clk_io_pct] -clock clk0 $non_clock_inputs
set_output_delay [expr $clk_period * $clk_io_pct] -clock clk0 [all_outputs]
```

==> flow_summary.yaml <==
# physical design summary
drt:
  num_vias: 11230
  drtPass1Iterations: 5
  drc: 0
  ant_nets: 0
  drt-initial-drc-count: 367
  wire_per_inst_um: 17.73
  routed_via_density: 4.899
  n_antenna_cell: 0
  wl_um: 40630
sta:
  max-slew-margin-rel_pct: 50.43
  hold_viol: 0
  fin_crit_sh_pct: 84.71
  max_freq_mhz: 68.24
  setup_violations: 0
  rsz0062_at_grt: "no"
  worst_pin_slew_ps: 741.2
  drv_slew: 0
  fin_ws_ps: 2645
  min_period_ps: 14660
  fin_tns_setup_ps: 0
logic_synthesis:
  ys_cells: 1726
  syn-instance-count: 1726
  ys_area_um2: 15920
  topCellsByArea: "fa_1, and2_1, ha_1"
  ys_sh_adder_pct: 60.98
  xor_share_pct: 4.425
  top_area_share_pct: 51.31
  ys_seq_share_pct: 0
  yosysWarnings: 0
  avgSynthCellArea_um2: 9.222
  compound_area_share_pct: 4.009
  synthMuxAreaShare_pct: 0.06288
  ys_types: 56
  syn-cell-area_um2: 15920
  top_logic_kind: "adder cells"
  yosysTopAreaCell: "fa_1"
  common_cells: "fa_1, and2_1, inv_1"
  simple_gate_area_share_pct: 20.07
  most_common_cell: "fa_1"
place:
  dp_slack_ps: 2680
  numPortBuffers: 96
  hpwl_um: 33300
  gp_congestion: 0.9304
worst_setup_path:
  end_kind: "output port"
  worstPathArrival_ps: 11200
  required_ps: 13840
  startpoint_type: "input pin"
  path_max_fanout: 18
  worst-setup-path-type: "input pin to output port"
status:
  status: "complete, no violations"
floorplanning:
  fp_util_pct: 40.90
  num_io_pins: 96
  rows: 72
  core-area_um2: 38920
  die-height_um: 201.5
  die_area_um2: 40600
  die_w_um: 201.5
cts:
  holdBufCountCts: 0
  post_cts_buffers: 0
  cts_resized: 0
cells_and_area:
  num-clock-buffers: 0
  drive_above_1_share_pct: 2.537
  nFillCells: 3789
  flops: 0
  area_delta_synth_final_pct: 9.770
  seq_area_um2: 0
  comb_area_um2: 14250
grt:
  antenna_found_initial: 0
  grt_max_degree: 33
  grt_use_total_pct: 22.82
  grt_pass1_wl_um: 67440
  grt-ovfl-total: 0
  grt_pass1_vias: 12250
flow_run:
  warnings: 32
  maxCapViolCount: 0
worst_hold_path:
  whs_path_depth: 4
  hold_path_class: "input pin to output port"
  whs_endpoint: "sum_o[0]"
  hold_start: "src1_i[0]"
-- through the flow --
| stage | std cells | utilization [%] | instance area, µm² | hold slack (ps) |
|---|---|---|---|---|
| 6_report | 2292 | 44.90 | 17470 | 8165 |
| 4_1_cts | 2292 | 44.90 | 17470 | 8164 |
| 5_1_grt | 2292 | 44.90 | 17470 | 8230 |
| 3_3_place_gp | 2292 | 44.90 | 17470 | 8151 |
| 2_1_floorplan | 1726 | - | 15920 | 6997 |
| 3_5_place_dp | 2292 | 44.90 | 17470 | 8163 |
-- worst max-delay path, cell delays in order --
cell and delay (ps):
clkdlybuf4s50_1 740, and2_1 350, fa_1 480, inv_1 50, fa_1 490, fa_1 440
fa_1 540, inv_1 50, fa_1 500, inv_1 50, fa_1 520, inv_1 40
fa_1 490, fa_1 410, ha_1 400, nand4_2 180, a2111oi_2 340, o2111ai_1 260
a31oi_2 470, o221ai_2 190, mux2i_1 150, o211ai_1 100, clkdlybuf4s50_1 490
-- kinds of logic after synthesis --
logic type	after synthesis
mux	1
buf+inv	443
simple gates	585
compound gates	88
fa+ha+maj	531
xor+xnor	78
-- worst max-delay path by stage --
stage / start / to / cells after the start
5_1_grt: src1_i[14] / sum_o[29] / 23
4_1_cts: src1_i[14] / sum_o[29] / 23
6_report: src1_i[14] / sum_o[29] / 23
-- placed cells by master, fill, tap and decap left out, types with 3 or more instances in the layout --
cell type,synthesis,layout
fa_1,408,408
and2_1,368,368
inv_1,361,361
nand2_1,170,170
ha_1,123,123
clkdlybuf4s50_1,0,96
xnor2_1,61,61
buf_4,0,34
a21oi_1,21,21
nor2_1,18,18
xor2_1,15,15
a21o_1,11,11
nand3_1,10,10
o21ai_0,8,8
a211oi_1,4,4
o21ai_1,4,4
o21a_1,4,4
o211ai_1,4,4
nor2b_1,3,3
a21boi_1,3,3
o21bai_1,3,3
a31oi_1,3,3
-- final cells by class --
cell class / count / area share (%)
inverter: 361 / 7.755
multi-input combinational: 1283 / 81.58
timing repair buffer: 130 / 6.960
tap: 518 / 3.709
-- metal layers --
layer / global-route usage, % / wire length (µm) / up-vias / share of wire, %
met2: 33.89 / 18450 / 376 / 45
met1: 33.50 / 17410 / 5677 / 43
li1: - / - / 5143 / -
met3: 9.606 / 4125 / 32 / 10
met4: 3.193 / 641 / 0 / 1.6
met5: 0 / 0 / - / 0
