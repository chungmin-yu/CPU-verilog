===== config.mk =====
export PLATFORM = sky130hd
export DESIGN_NAME = Data_Memory
export DESIGN_NICKNAME = Data_Memory
export VERILOG_FILES = /design/flow/design.v
export SDC_FILE = /design/flow/constraint.sdc
export NUM_CORES = 4
export LEC_CHECK = 1
export CORE_UTILIZATION = 30

===== constraint.sdc =====
current_design Data_Memory

set clk_period 17.3
set clk_io_pct 0.2

create_clock -name clk0 -period $clk_period [get_ports {clk_i}]

set non_clock_inputs [all_inputs -no_clocks]
set_input_delay [expr $clk_period * $clk_io_pct] -clock clk0 $non_clock_inputs
set_output_delay [expr $clk_period * $clk_io_pct] -clock clk0 [all_outputs]

===== design.v =====
module Data_Memory
(
	clk_i,
	addr_i,
	data_i,
	MemRead_i,
	MemWrite_i,
	data_o
);
input				clk_i;
input	[31:0]		addr_i;
input	[31:0]		data_i;
input				MemRead_i;
input				MemWrite_i;
output	[31:0] 		data_o;
reg		[31:0]		data_o;
reg		[7:0]		Mem 			[0:127];	 
integer				i;
wire	[31:0]		memory			[0:31];
assign  memory[0] = {Mem[3], Mem[2], Mem[1], Mem[0]};
assign  memory[1] = {Mem[7], Mem[6], Mem[5], Mem[4]};
assign  memory[2] = {Mem[11], Mem[10], Mem[9], Mem[8]};
assign  memory[3] = {Mem[15], Mem[14], Mem[13], Mem[12]};
assign  memory[4] = {Mem[19], Mem[18], Mem[17], Mem[16]};
assign  memory[5] = {Mem[23], Mem[22], Mem[21], Mem[20]};
assign  memory[6] = {Mem[27], Mem[26], Mem[25], Mem[24]};
assign  memory[7] = {Mem[31], Mem[30], Mem[29], Mem[28]};
assign  memory[8] = {Mem[35], Mem[34], Mem[33], Mem[32]};
assign  memory[9] = {Mem[39], Mem[38], Mem[37], Mem[36]};
assign  memory[10] = {Mem[43], Mem[42], Mem[41], Mem[40]};
assign  memory[11] = {Mem[47], Mem[46], Mem[45], Mem[44]};
assign  memory[12] = {Mem[51], Mem[50], Mem[49], Mem[48]};
assign  memory[13] = {Mem[55], Mem[54], Mem[53], Mem[52]};
assign  memory[14] = {Mem[59], Mem[58], Mem[57], Mem[56]};
assign  memory[15] = {Mem[63], Mem[62], Mem[61], Mem[60]};
assign  memory[16] = {Mem[67], Mem[66], Mem[65], Mem[64]};
assign  memory[17] = {Mem[71], Mem[70], Mem[69], Mem[68]};
assign  memory[18] = {Mem[75], Mem[74], Mem[73], Mem[72]};
assign  memory[19] = {Mem[79], Mem[78], Mem[77], Mem[76]};
assign  memory[20] = {Mem[83], Mem[82], Mem[81], Mem[80]};
assign  memory[21] = {Mem[87], Mem[86], Mem[85], Mem[84]};
assign  memory[22] = {Mem[91], Mem[90], Mem[89], Mem[88]};
assign  memory[23] = {Mem[95], Mem[94], Mem[93], Mem[92]};
assign  memory[24] = {Mem[99], Mem[98], Mem[97], Mem[96]};
assign  memory[25] = {Mem[103], Mem[102], Mem[101], Mem[100]};
assign  memory[26] = {Mem[107], Mem[106], Mem[105], Mem[104]};
assign  memory[27] = {Mem[111], Mem[110], Mem[109], Mem[108]};
assign  memory[28] = {Mem[115], Mem[114], Mem[113], Mem[112]};
assign  memory[29] = {Mem[119], Mem[118], Mem[117], Mem[116]};
assign  memory[30] = {Mem[123], Mem[122], Mem[121], Mem[120]};
assign  memory[31] = {Mem[127], Mem[126], Mem[125], Mem[124]};
initial begin
	for(i=0; i<128; i=i+1)
		Mem[i] = 8'b0;
	Mem[0] = 8'b0100;
	Mem[4] = 8'b0101;
	Mem[8] = 8'b0110;
	Mem[12] = 8'b0111;
	Mem[16] = 8'b1000;
	Mem[20] = 8'b1001;
	Mem[24] = 8'b1010;
	Mem[28] = 8'b0010;
	Mem[32] = 8'b0001;
	Mem[36] = 8'b0011;
end
always@(posedge clk_i) begin
    if(MemWrite_i) begin
		Mem[addr_i+3] <= data_i[31:24];
		Mem[addr_i+2] <= data_i[23:16];
		Mem[addr_i+1] <= data_i[15:8];
		Mem[addr_i]   <= data_i[7:0];
	end
end
always@(addr_i or MemRead_i) begin
	if(MemRead_i)
		data_o = {Mem[addr_i+3], Mem[addr_i+2], Mem[addr_i+1], Mem[addr_i]};
end
endmodule

===== run.sh =====
#!/bin/bash
# OpenROAD 26Q1-2900-gdf79404cd8, Yosys 0.63+post, stock flow scripts
make -C /OpenROAD-flow-scripts/flow DESIGN_CONFIG=/design/flow/config.mk WORK_HOME=/design/flow/orfs finish

==> results.py <==
# Generated from Yosys and OpenROAD reports
metrics = {
    "worst_setup_path": {
        "path_delay_family": "simple AND/OR/NAND/NOR gates",
        "crit_required_ps": 17790,
        "cp_common_cell": "buf_4",
        "max_stage_delay_ps": 930,
        "crit_cells": 11,
        "setup.worst_path.end_class": "flip-flop",
        "arrival_ps": 9870,
        "cp.buffers_inverters": 5,
        "crit_fanout": 46,
        "startpoint_type": "input port",
        "crit_chain": "buf_8 -> inv_2 -> ha_2 -> buf_4 -> nor2b_4 -> buf_4 -> nand2_1 -> nor2_2 -> buf_4 -> nand2_1 -> nand3_1",
        "crit_type": "input port to flip-flop",
        "cp_slowest_cell": "nor2_2",
    },
    "floorplanning": {
        "die-height_um": 584,
        "chip_area_sq_um": 341000,
        "core_area_sq_um": 337000,
        "ioPinCount": 99,
        "row_count": 213,
        "core_util_floorplan": 0.302,
        "fp.dieW_um": 584,
    },
    "final_timing": {
        "period_needed_ps": 9370,
        "tns_ps": 0,
        "setup_viol": 0,
        "rsz0062_at_grt": "false",
        "unclocked_regs": 32,
        "post-route-period-util": 0.542,
        "fmax_mhz": 107,
        "hold_violations": 0,
        "slew_headroom": -0.0208,
        "worst_pin_slew_ps": 1530,
        "untimed_endpoints": 64,
        "final_max_slew_viol_count": 1,
        "whs_ps": 3130,
        "fin_ws_ps": 7930,
    },
    "clocking": {
        "cts_tree": "yes",
        "path_clk_slew_ps": 70,
        "cts_resized": 0,
        "cts_root_buf": "clkbuf_16",
        "htree_levels": 4,
        "cts_made_buffers": 138,
        "clock_path_buffers": 3,
        "cts_hold_buf": 0,
        "cts_setup_buffers": 0,
    },
    "pwr": {
        "total_power_mw": 8.14,
        "vdd_drop_max_v": 0.0000970,
        "p_per_area_nw_per_um2": 72.8,
        "leakage_nw": 38.8,
    },
    "synth": {
        "ys_cells": 9411,
        "ys_types": 81,
        "area_leaders": "edfxtp_1, mux4_2, mux2i_1",
        "edf_count": 1024,
        "ys_area_sq_um": 102000,
        "ys.flops": 1056,
        "yosysTopAreaCell": "edfxtp_1",
        "syn_inst": 9411,
        "syn-cell-area_sq_um": 102000,
        "synthArstFlopShare": 0,
        "top_area_frac": 0.302,
        "flop_cell": "edfxtp_1",
        "syn-mean-instance-area_sq_um": 10.8,
        "yosysWarningCount": 1,
    },
    "route": {
        "vias_per_cell": 6.98,
        "routed-wl-met2_um": 235000,
        "ant_nets": 0,
        "drt-met1-wl_um": 180000,
        "num_vias": 95100,
        "route.met3.wl_um": 116000,
        "dr.pass1.iters": 7,
        "drc_errors": 0,
        "highest_layer": "met5",
        "drt_iter0_markers": 12200,
        "drt-wirelength-per-cell_um": 43.1,
        "wl_um": 587000,
    },
    "job": {
        "maxCapViolations": 0,
        "tool_warnings": 65,
    },
    "global_route": {
        "grt_pass1_vias": 89700,
        "grt_max_degree": 128,
        "grt_pass1_wl_um": 780000,
        "grt.overflow.total": 0,
        "grtUsageTotal": 0.352,
        "antenna_found_initial": 81,
    },
    "finish": {
        "drive_above_1_share": 0.272,
        "lay_top_count": "mux2i_1",
        "final_cell_count_no_fill": 13600,
        "lay_top_cells": "mux2i_1, mux4_2, edfxtp_1",
        "area_growth_pct": 9.90,
        "stdcell_area_sq_um": 112000,
        "final_util": 0.332,
    },
    "placement": {
        "dp.final_hpwl_um": 391000,
        "placed_area_sq_um": 107000,
        "gp_congestion": 1.12,
        "post-place-ws_ps": 7640,
        "placed_cells": 13300,
        "numPortBuffers": 73,
    },
    "run_status": {
        "status": "finished, violations left",
        "violations": "max-slew violations",
    },
    "hold_path": {
        "whs_path_depth": 3,
        "min_path_type": "input port to flip-flop",
    },
}
==> state kept, by name, indices dropped and copies added (netlist names) <==
name and count:
data_o 32, Mem 1024
==> final cells by class <==
| cell class | instances | area (sq um) |
|---|---|---|
| Sequential cell | 1056 | 31200 |
| Fill cell | 32700 | 225000 |
| Clock buffer | 162 | 3590 |
| Timing Repair Buffer | 527 | 4290 |
| Tap cell | 4515 | 5650 |
| Antenna cell | 83 | 208 |
| Clock inverter | 75 | 757 |
| Inverter | 6 | 32.5 |
| Multi-Input combinational cell | 7196 | 66000 |
==> routing by layer <==
| layer | vias to the layer above | GRT usage |
|---|---|---|
| met5 | - | 0.0552 |
| li1 | 36600 | - |
| met1 | 46500 | 0.369 |
| met4 | 114 | 0.246 |
| met2 | 9538 | 0.464 |
| met3 | 2332 | 0.287 |
==> worst paths after layout <==
path | start | endpoint
max | addr_i[0] | Mem[59][2]
min | data_i[5] | Mem[107][5]
==> logic make-up (layout without fill, tap and decap cells) <==
kind of cell               after synthesis  count (layout)  synth area share
AOI/OAI and AO/OA                     2502            2502             0.150
xor gates and xnor gates                15              15           0.00159
adders and majority gates                7               7          0.000861
buffers and inverters                 1159             770            0.0479
DFF                                   1024            1024             0.302
latches                                 32              32           0.00472
muxes                                 2786            2786             0.407
other                                    0              83                 0
and+or+nand+nor                       1886            1886            0.0853
==> report_power, final <==
part           switching (mW)  total, mW  leakage, nW  internal (mW)
combinational            1.59       2.34         27.2          0.751
clock                    1.25       2.92         2.12           1.67
sequential             0.0685       2.87         9.47           2.81
total                    2.91       8.14         38.8           5.23
==> cells in the mapped netlist (33+ instances only) <==
cell type  instances
mux2i_1         1233
mux4_2          1031
edfxtp_1        1024
nand2_1          991
clkbuf_1         751
o22ai_1          613
a21oi_1          572
o21ai_0          543
mux2_2           522
a21o_1           512
nor2_1           338
buf_2            288
nand3_1          159
or4_1             82
buf_1             72
nor2_2            71
o21ai_1           52
nand4_1           39
nor3_1            38
buf_4             37
a32oi_1           33
Power is estimated from default activity; no workload was simulated.
